==> design.v <==
module neck_judge(
    input               clk,
	input               rst_n,               
    input               en_judge,
    input               ctrl_switch,         
    input signed [12:0] adc_data,             
	input signed [12:0] first_order_data,    
	input signed [12:0] second_order_data,   
	input signed [12:0] third_order_data,    
	output reg          power_switch         
);
reg [23:0]  cnt;     
reg delay_flag;      
reg [23:0] cnt1;     
reg signed [12:0] adc_data_buff1;
reg signed [12:0] adc_data_buff2;
reg signed [12:0] adc_data_buff3;
reg start_check;
reg signed [12:0] compare_data_buff1;
reg signed [12:0] compare_data_buff2;
reg signed [12:0] compare_data_buff3;
always @(posedge clk) begin
    if (!rst_n || !ctrl_switch) begin
        power_switch <= 1'b0; 
        start_check <= 0;
        compare_data_buff1 <= 0;
        compare_data_buff2 <= 0;
        compare_data_buff3 <= 0;
        adc_data_buff1 <= 0;
        adc_data_buff2 <= 0;
        adc_data_buff3 <= 0;
        end
    else if (en_judge) begin       
        compare_data_buff1 <= first_order_data;
        compare_data_buff2 <= compare_data_buff1;
        compare_data_buff3 <= compare_data_buff2;
        adc_data_buff1 <= adc_data;
        adc_data_buff2 <= adc_data_buff1;
        adc_data_buff3 <= adc_data_buff2;
        if (adc_data_buff3 == 13'd4095 && adc_data_buff2 == 13'd4095 && adc_data_buff1 != 13'd4095 && start_check == 0)  
            start_check <= 1;
        if (compare_data_buff1>compare_data_buff2 && compare_data_buff2>compare_data_buff3 && compare_data_buff3>5 && start_check == 1)
            power_switch <= 1'b1;    
        end
    else if (cnt == 24'd1_00000) begin   
        power_switch <= 1'b0;            
        start_check <= 0;                
        end
    else;
end
always @(posedge clk or negedge rst_n) begin
    if (!rst_n)
        cnt <= 0;
    else if (power_switch == 1'b1)       
        cnt <= cnt + 1;         
    else
        cnt <= 0;         
end
endmodule
==> run.sh <==
#!/bin/bash
# OpenROAD 26Q1-2900-gdf79404cd8, Yosys 0.63+post, stock flow scripts
make -C /OpenROAD-flow-scripts/flow DESIGN_CONFIG=/design/flow/config.mk WORK_HOME=/design/flow/orfs finish
==> config.mk <==
export PLATFORM = sky130hd
export DESIGN_NAME = neck_judge
export DESIGN_NICKNAME = neck_judge
export VERILOG_FILES = /design/flow/design.v
export SDC_FILE = /design/flow/constraint.sdc
export NUM_CORES = 4
export LEC_CHECK = 1
export CORE_UTILIZATION = 40
==> constraint.sdc <==
current_design neck_judge

set clk_period 3.1
set clk_io_pct 0.2

create_clock -name clk0 -period $clk_period [get_ports {clk}]

set non_clock_inputs [all_inputs -no_clocks]
set_input_delay [expr $clk_period * $clk_io_pct] -clock clk0 $non_clock_inputs
set_output_delay [expr $clk_period * $clk_io_pct] -clock clk0 [all_outputs]
==> reports/qor.rpt <==
RUN STATUS
---------------------------------------------------------------------------------
Status ............................................................. finished, final reports clean

FINAL LAYOUT
---------------------------------------------------------------------------------
Commonest non-fill, non-tap cell in the layout ..................... sky130_fd_sc_hd__nor2_1
Layout cells sized above 1 .........................................        6.62%
Final standard cell utilization of the core ........................        47.0%
Area delta synth->final ............................................        14.7%
Highest-count cells in the layout ignoring fill and taps ........... sky130_fd_sc_hd__nor2_1, sky130_fd_sc_hd__dfxtp_1, sky130_fd_sc_hd__mux2i_1

GLOBAL ROUTE
---------------------------------------------------------------------------------
Maximum number of pins on one net before global-route repair .......           80
Remaining global-route overflow ....................................            0
Initial antenna violation count ....................................            0
Via count of the first global-routing pass .........................         3286
Wire length of the first global-routing pass .......................      15.6 mm
GRT Overall Usage ..................................................        15.4%

ROUTING
---------------------------------------------------------------------------------
Number of diodes added for antenna fixing ..........................            0
Iteration-0 DRC count of the detailed router .......................          155
Vias post-DR .......................................................         3378
Number of vias per cell ............................................         5.00
Pre-Repair DR Iteration Count ......................................            4
Number of routed nets with antenna violations ......................            0
Final WL ...........................................................      8.90 mm
Detailed-route DRC error count .....................................            0
Detailed-route wire length per cell ................................      13.2 um

CRITICAL PATH
---------------------------------------------------------------------------------
Crit path launch type ..............................................    flip-flop
Data arrival time of the critical path .............................      2240 ps
Path type of the worst setup path .................................. flip-flop to flip-flop
Kind of cell adding the most delay to the critical path ............ AND-OR/OR-AND gates
Launching point of the worst reg2reg path .......................... compare_data_buff2[11]
Critical-path top delay cell ....................................... sky130_fd_sc_hd__a2111oi_0
Largest fanout on the critical path ................................            4
Worst stage delay on the critical path .............................       540 ps
Series of cell instances along the critical path ................... inv_1 > ha_1 > and4_1 > nand3_1 > a31oi_1 > a2111oi_0 > o31ai_1
Critical path data required time ...................................      3310 ps
Element type at the critical path end ..............................    flip-flop
Launching instance or port of the critical path .................... compare_data_buff2[11]
Worst path buffer plus inverter count ..............................            1

CLOCKING
---------------------------------------------------------------------------------
CTS tree ...........................................................         done
Clk Latency, worst-skew pair .......................................       340 ps
Clock tree buffer depth ............................................            2
Post-CTS Repair Setup Buffers ......................................            0
Number of buffers created by CTS ...................................            9
Post-cts gate resize count .........................................            0
Clock root buffer .................................................. sky130_fd_sc_hd__clkbuf_16
Number of clock sinks seen by CTS ..................................          104
CTS clk-pin slew, worst paths ......................................        70 ps
Count of hold buffers inserted by post-cts repair ..................            0
# H-tree levels ....................................................            3

YOSYS
---------------------------------------------------------------------------------
Area leader share ..................................................        32.7%
Top area cells in the synthesized netlist .......................... sky130_fd_sc_hd__dfxtp_1, sky130_fd_sc_hd__mux2i_1, sky130_fd_sc_hd__dfrtp_1
Largest area contributor in the netlist ............................ sky130_fd_sc_hd__dfxtp_1
Post-synthesis instance total ......................................          499
Most common reg cell ............................................... sky130_fd_sc_hd__dfxtp_1
FF+latch count, synth ..............................................          104
# Cells Yosys ......................................................          499
Number of warning messages in the yosys log ........................            1
Fraction of synthesis flops using an asynchronous set or reset pin .        23.1%
Synth Cell Area ....................................................   4900 sq um
Avg Inst Size Synth ................................................   9.82 sq um
Yosys synthesis chip area ..........................................   4900 sq um
EDFF count, synth ..................................................            0
Yosys cell types ...................................................           44
Register area share after synthesis ................................        44.9%

PLACE
---------------------------------------------------------------------------------
HPWL Detailed ......................................................      5.96 mm
Count of buffers from port buffering ...............................           30
Pre-CTS setup slack ................................................       934 ps
Last weighted congestion value of the routability-driven placer ....        0.807

FLOORPLAN
---------------------------------------------------------------------------------
Floorplan utilization ..............................................        41.0%
Total die size .....................................................  12700 sq um
Die outline width ..................................................       113 um
Site Rows ..........................................................           40
Die height .........................................................       113 um
Number of primary I/O pins .........................................           57
Standard cell core area ............................................  12000 sq um

STA
---------------------------------------------------------------------------------
Final hold violation count .........................................            0
Worst slack on hold paths ..........................................       494 ps
Total count of max-transition violations in the final report .......            0
Least setup slack across all paths after layout ....................      1070 ps
Setup repair after global routing missed its margin ................        false
Worst slew slack as a fraction of its limit ........................        46.2%
Top achievable clock speed .........................................      492 MHz
Post-layout minimum cycle time .....................................      2030 ps
Period Utilization, post-route .....................................        65.5%
Sum of negative setup slack ........................................         0 ps
Worst setup skew after layout ......................................      7.61 ps
Actual slew at the worst max-slew pin ..............................       807 ps
Total setup violations reported at the end of the flow .............            0

RUN
---------------------------------------------------------------------------------
Number of warnings in the stage logs ...............................           52
Max-cap violation count ............................................            0

PWR
---------------------------------------------------------------------------------
Power per cell area ................................................  473 nW/um^2
Pwr Total ..........................................................      2.66 mW
IR drop worst, VDD .................................................       256 uV
Static Leak ........................................................      2.41 nW

MIN PATH
---------------------------------------------------------------------------------
HP Class ........................................................... flip-flop to flip-flop
Start point of the worst hold path ................................. compare_data_buff3[6]

flip-flops by register name, indices dropped and copies added, names as in the netlist:
| register | count |
|---|---|
| cnt | 24 |
| adc_data_buff1 | 13 |
| adc_data_buff2 | 13 |
| adc_data_buff3 | 13 |
| compare_data_buff1 | 13 |
| compare_data_buff2 | 13 |
| compare_data_buff3 | 13 |
| power_switch | 1 |
| start_check | 1 |
worst min-delay path, stage by stage (launching register included):
cell and delay, ps:
sky130_fd_sc_hd__dfxtp_1 330, sky130_fd_sc_hd__mux2i_1 60, sky130_fd_sc_hd__nor2_1 70
cell usage after synthesis (2+ instances only):
cell and count:
sky130_fd_sc_hd__o211ai_1 2, sky130_fd_sc_hd__nand3_1 19, sky130_fd_sc_hd__mux2i_1 78, sky130_fd_sc_hd__inv_1 34, sky130_fd_sc_hd__dfrtp_1 24, sky130_fd_sc_hd__nor3_1 2, sky130_fd_sc_hd__or3_1 2, sky130_fd_sc_hd__nor2b_1 4
sky130_fd_sc_hd__nor4_4 2, sky130_fd_sc_hd__nor2_1 85, sky130_fd_sc_hd__or4_1 4, sky130_fd_sc_hd__nand4_1 15, sky130_fd_sc_hd__nand4b_1 2, sky130_fd_sc_hd__nand3_2 3, sky130_fd_sc_hd__a2111oi_0 2, sky130_fd_sc_hd__dfxtp_1 80
sky130_fd_sc_hd__nor4_1 4, sky130_fd_sc_hd__and2_1 19, sky130_fd_sc_hd__ha_1 28, sky130_fd_sc_hd__a21oi_1 9, sky130_fd_sc_hd__nor3_2 3, sky130_fd_sc_hd__nor4_2 2, sky130_fd_sc_hd__buf_2 10, sky130_fd_sc_hd__a21boi_1 2
sky130_fd_sc_hd__and3_1 4, sky130_fd_sc_hd__clkbuf_1 9, sky130_fd_sc_hd__and4_1 2, sky130_fd_sc_hd__xnor2_1 10, sky130_fd_sc_hd__o21ai_0 3, sky130_fd_sc_hd__a21o_1 2, sky130_fd_sc_hd__xor2_1 10, sky130_fd_sc_hd__nand2_1 12
metrics by stage:
step                cells  area, sq um
finish                676         5620
global route          676         5620
CTS                   676         5620
detailed placement    660         5320
global placement      660         5320
floorplan             499         4900
layout make-up:
| class | count | area [sq um] |
|---|---|---|
| clock buffer | 11 | 253 |
| clock inverter | 5 | 46.3 |
| fill | 1058 | 6340 |
| inverter | 34 | 128 |
| multi-input combinational | 340 | 2470 |
| sequential | 104 | 2200 |
| tap | 147 | 184 |
| timing repair buffer | 35 | 335 |
where the power goes:
part,switching [mW],total [mW],internal (mW),leakage [nW]
Combinational,0.0860,0.172,0.0859,1.28
Sequential,0.0123,1.37,1.35,0.982
Clock,0.517,1.12,0.604,0.150
metal layers:
layer	wire [um]	up-vias	share of wire [%]	track usage, %
met1	4720	1584	53	24.3
met2	3880	34	44	23.5
li1	-	1756	-	-
met3	255	4	2.9	2.97
met4	46	0	0.52	1.24
met5	0	-	0	0
worst paths after layout:
path | endpoint | slack [ps] | depth (start not counted)
worst max-delay path | power_switch | 1070 | 7
worst min-delay path | compare_data_buff3[6] | 490 | 2
worst max register to register | power_switch | 1070 | 7
worst min register to register | compare_data_buff3[6] | 490 | 2
max in group asynchronous | cnt[7] | 2160 | 2
min in group asynchronous | cnt[10] | 700 | 2
logic make-up (layout without fill, tap and decap cells):
logic type	Yosys count	in the layout	share of synthesized area (%)
flip-flops	104	104	44.9
multiplexers	78	78	15.9
adder cells (fa/ha/maj)	28	28	7.15
AND/OR/NAND/NOR	187	187	20.2
XOR/XNOR	20	20	3.57
AND-OR/OR-AND	27	27	3.58
buffers and inverters	55	85	4.62
No activity file was given, so power comes from the tool's default toggle rates.
