--- /design/flow/run.sh ---
#!/bin/bash
# OpenROAD 26Q1-2900-gdf79404cd8, Yosys 0.63+post, stock flow scripts
make -C /OpenROAD-flow-scripts/flow DESIGN_CONFIG=/design/flow/config.mk WORK_HOME=/design/flow/orfs finish
--- /design/flow/config.mk ---
export PLATFORM = sky130hd
export DESIGN_NAME = sample_period_ctrl
export DESIGN_NICKNAME = sample_period_ctrl
export VERILOG_FILES = /design/flow/design.v
export SDC_FILE = /design/flow/constraint.sdc
export NUM_CORES = 4
export LEC_CHECK = 1
export CORE_UTILIZATION = 30
--- /design/flow/constraint.sdc ---
current_design sample_period_ctrl

set clk_period 2.5
set clk_io_pct 0.2

create_clock -name clk0 -period $clk_period [get_ports {clk}]

set non_clock_inputs [all_inputs -no_clocks]
set_input_delay [expr $clk_period * $clk_io_pct] -clock clk0 $non_clock_inputs
set_output_delay [expr $clk_period * $clk_io_pct] -clock clk0 [all_outputs]
--- /design/flow/design.v ---
module sample_period_ctrl(
    input clk,
    input rst_n,
    input en_sample,
    input signed [12:0] before_sample_data,
    output reg signed [12:0] after_sample_data,
    output reg sample_finish
);
reg [18:0] cnt;      
always @(posedge clk) begin
    if (!rst_n) begin
        cnt <= 0;
        after_sample_data <= 0;
        sample_finish <= 0;
    end
    else if (cnt == 19'd4999) begin  
            after_sample_data <= before_sample_data;
            sample_finish <= 1;
            cnt <= 0;
    end
    else begin
        cnt <= cnt + 1;
        sample_finish <= 0;
    end
end
endmodule
==> results.sh <==
# yosys + openroad results
export IMPL_syn_area_um2=1610
export IMPL_synthCells=165
export IMPL_wl_per_cell_um=11.7
export IMPL_synth_largest_area_cell="dfxtp_1"
export IMPL_ctsResizeCount=0
export IMPL_numSynthFlops=33
export IMPL_yosys_area_um2=1610
export IMPL_yosys_cells=165
export IMPL_dr_pass1_iters=4
export IMPL_synthArstFlopShare=0
export IMPL_crit_type="register to register"
export IMPL_rows=26
export IMPL_period_minus_slack_ps=1740
export IMPL_start_kind="register"
export IMPL_ios=30
export IMPL_root_buffer="clkbuf_8"
export IMPL_synth_top_cell_area_share=0.410
export IMPL_numPortBuffers=28
export IMPL_yosys_warnings=1
export IMPL_crit_fanout=14
export IMPL_slew_violations=0
export IMPL_endpoint_kind="register"
export IMPL_power_leakage_nw=0.694
export IMPL_fmax_ghz=0.574
export IMPL_cts_max_level=2
export IMPL_hold_ws_ps=469
export IMPL_cp_arrival_ps=1960
export IMPL_synth_avg_cell_area_um2=9.77
export IMPL_clockBufferDepth=2
export IMPL_synthDistinctLibCells=39
export IMPL_cts_hold_buffers_added=0
export IMPL_drt_iter0_markers=51
export IMPL_clkTransAtPathRegs_ps=70
export IMPL_grt_use_total=0.118
export IMPL_post_cts_setup_buffers=0
export IMPL_maxCapViolations=0
export IMPL_edf_count=0
export IMPL_hold_viol_final=0
export IMPL_syn2layout_area_growth_pct=26.1
export IMPL_grt_antenna_before_repair=0
export IMPL_fp_util=0.314
export IMPL_synth_seq_share=0.410
export IMPL_grt_max_degree=17
export IMPL_area_leaders="dfxtp_1 (41%), a21boi_1 (6.1%), xnor2_1 (6.0%)"
export IMPL_period_used=0.697
export IMPL_required_ps=2720
export IMPL_routed_wl_mm=3.08
export IMPL_cts_sinks=33
export IMPL_ir_worst_vdd_mv=0.239
export IMPL_grt_ovfl_total=0
export IMPL_antenna_diode_count=0
export IMPL_cts_buffers=5
export IMPL_drc=0
export IMPL_outcome="complete, no violations"
export IMPL_total_power_mw=1.09
export IMPL_min_path_type="register to register"
export IMPL_n_fill_cell=536
export IMPL_warnings=26
export IMPL_fin_worst_skew_ps=5.77
export IMPL_grt_pass1_wl_mm=5.15
export IMPL_dpl_hpwl_mm=2.13
export IMPL_die_w_um=75.3
export IMPL_fin_tns_setup_ps=0
export IMPL_coreArea_um2=5140
export IMPL_setup_ws_ps=758
export IMPL_num_vias=1222
export IMPL_setup_viol=0
export IMPL_tightest_slew_ps=520
export IMPL_powerDensity_nw_per_um2=536
export IMPL_rsz0062_at_grt="no"
export IMPL_ant_nets=0
export IMPL_first_global_vias=1150
export IMPL_die_area_um2=5670
export IMPL_gp_congestion=0.790
export IMPL_routed_via_density=4.63
export IMPL_flop_cell="dfxtp_1"
export IMPL_layout_drive_gt1_share=0.139
export IMPL_dp_slack_ps=756
export IMPL_die_h_um=75.3
export IMPL_max_slew_margin=0.653
export IMPL_cts_tree="yes"
export IMPL_insertion_delay_ps=280
-- worst paths after layout --
path	from	endpoint	slack, ps	cells after the start
setup / recovery	cnt[0]	after_sample_data[4]	760	5
hold / removal	cnt[0]	cnt[0]	470	1
setup reg to reg	cnt[0]	after_sample_data[4]	760	5
hold reg to reg	cnt[0]	cnt[0]	470	1
-- cell type report --
type | instances | area, um2 | area share
well taps | 70 | 87.6 | 0.0431
clock inverters | 1 | 30.0 | 0.0148
flip-flops and latches | 33 | 661 | 0.325
multi-input cells | 119 | 857 | 0.422
inverters | 4 | 15.0 | 0.00739
clock buffers | 7 | 86.3 | 0.0425
repair buffers | 30 | 295 | 0.145
-- worst max-delay path: stages, from the launching register on --
cell      delay, ps
dfxtp_1         360
ha_1            300
nand4b_2        150
and3b_1         570
nand3_1         140
a21boi_1        150
-- metal layers --
metal / GRT usage / routed length (um) / up-vias
met5: 0 / 0 / -
met4: 0.0185 / 49 / 0
met3: 0.0282 / 184 / 7
met2: 0.191 / 1330 / 29
met1: 0.169 / 1520 / 544
li1: - / - / 642
-- stage by stage --
step            util  instances  area [um2]
2_1_floorplan      -        165        1610
3_3_place_gp   0.373        256        1920
3_5_place_dp   0.373        256        1920
4_1_cts        0.395        264        2030
5_1_grt        0.395        264        2030
6_report       0.395        264        2030
-- cell usage after synthesis (2+ instances only) --
cell	count
a21boi_1	13
a21oi_1	2
and3_1	2
buf_2	2
buf_4	2
dfxtp_1	33
inv_1	4
mux2i_1	2
nand2_1	6
nand3_1	17
nand3_2	2
nand4_1	3
nor2_1	19
nor3_1	4
nor4_1	2
nor4_2	3
nor4_4	4
o21ai_0	13
xnor2_1	11
xor2_1	2
-- cell usage in the layout, fill, tap and decap left out, drive strengths merged, types with 3 or more instances in the layout --
cell type      count
a21boi            13
and3               3
clkbuf             7
clkdlybuf4s50     28
dfxtp             33
inv                4
nand2              6
nand3             20
nand4              3
nor2              19
nor3               5
nor4               9
o21ai             15
xnor2             11
-- flip-flops by register name, indices dropped and copies added, names as in the netlist --
| register | count |
|---|---|
| cnt | 19 |
| sample_finish | 1 |
| after_sample_data | 13 |
-- cells by family (layout without fill, tap and decap cells) --
kind of cell	count (synthesis)	in the layout	synth area share
XOR/XNOR	13	13	0.0707
AND/OR/NAND/NOR	71	71	0.309
AND-OR/OR-AND	32	32	0.132
buffers and inverters	13	42	0.0582
multiplexers	2	2	0.0124
flip-flops	33	33	0.410
adder cells (fa/ha/maj)	1	1	0.00776
-- power breakdown --
group	switching [mW]	internal, mW
Clock	0.185	0.325
Combinational	0.0159	0.0282
Sequential	0.00486	0.530
Total	0.206	0.883
Power is estimated from default activity; no workload was simulated.
