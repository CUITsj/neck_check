[./run.sh]
#!/bin/bash
# OpenROAD 26Q1-2900-gdf79404cd8, Yosys 0.63+post, stock flow scripts
make -C /OpenROAD-flow-scripts/flow DESIGN_CONFIG=/design/flow/config.mk WORK_HOME=/design/flow/orfs finish
[./config.mk]
export PLATFORM = sky130hd
export DESIGN_NAME = dif
export DESIGN_NICKNAME = dif
export VERILOG_FILES = /design/flow/design.v
export SDC_FILE = /design/flow/constraint.sdc
export NUM_CORES = 4
export LEC_CHECK = 1
export CORE_UTILIZATION = 50
[./constraint.sdc]
current_design dif

set clk_period 7.3
set clk_io_pct 0.2

create_clock -name clk0 -period $clk_period [get_ports {clk}]

set non_clock_inputs [all_inputs -no_clocks]
set_input_delay [expr $clk_period * $clk_io_pct] -clock clk0 $non_clock_inputs
set_output_delay [expr $clk_period * $clk_io_pct] -clock clk0 [all_outputs]
[./design.v]
module dif(
    input                       clk,
	input                       rst_n,               
	input                       en_dif,              
	input signed [12:0]         current_data,        
    output reg signed [12:0]    first_dif_data,      
    output reg signed [12:0]    second_dif_data,     
	output reg signed [12:0]    third_dif_data,      
	output reg                  dif_finish     
);
reg signed [12:0] last_one_data;     
reg signed [12:0] last_two_data;     
reg signed [12:0] last_three_data;   
always @(posedge clk or negedge rst_n) begin
    if(!rst_n) begin
        first_dif_data      <= 13'd0;
        second_dif_data     <= 13'd0;
        third_dif_data      <= 13'd0;
        last_one_data       <= 13'd0;
        last_two_data       <= 13'd0;
        last_three_data     <= 13'd0;
        dif_finish          <= 1'b0;
    end
    else if (en_dif) begin
        first_dif_data      <= current_data-last_one_data;
        second_dif_data     <= current_data-last_one_data-last_one_data+last_two_data;
        third_dif_data      <= current_data-last_one_data-last_one_data+last_two_data-last_one_data+last_two_data+last_two_data-last_three_data;
        last_three_data     <= last_two_data;
        last_two_data       <= last_one_data;
        last_one_data       <= current_data;
        dif_finish          <= 1'b1;
    end
    else
        dif_finish          <= 1'b0;
end
endmodule
==> flow_results.xml <==
<?xml version="1.0" encoding="UTF-8"?>
<metrics>
  <group name="power_and_ir_drop">
    <metric name="power_leakage" unit="nW">3.094</metric>
    <metric name="power.density" unit="nW/µm²">552.6</metric>
    <metric name="vdd_ir_drop_max" unit="V">0.0005177</metric>
  </group>
  <group name="final_timing">
    <metric name="worst_slew_pin_slew" unit="ns">0.6475</metric>
    <metric name="finalClockPeriodUsage" unit="">0.9518</metric>
    <metric name="rsz0062_at_grt" unit="">no</metric>
    <metric name="hold-worst-slack" unit="ns">0.5099</metric>
    <metric name="maximum_clock_frequency" unit="MHz">143.9</metric>
    <metric name="relative_slew_slack" unit="">0.5572</metric>
    <metric name="setup_slack" unit="ns">0.3517</metric>
    <metric name="layout_min_cycle_time" unit="ns">6.948</metric>
    <metric name="setup_viol_count_final" unit="">0</metric>
    <metric name="report.final.hold_viol_count" unit="">0</metric>
    <metric name="final_number_of_max_transition_violations" unit="">0</metric>
    <metric name="post_route_clock_skew" unit="ns">0.009804</metric>
  </group>
  <group name="placed_design">
    <metric name="dpl.cell_count" unit="">731</metric>
    <metric name="port_buffers" unit="">55</metric>
    <metric name="placer_s_final_routability_congestion_estimate" unit="">0.8192</metric>
    <metric name="place_worst_setup_slack" unit="ns">-0.1092</metric>
    <metric name="hpwlAfterDp" unit="mm">7.634</metric>
  </group>
  <group name="final_layout">
    <metric name="layout_top_cells" unit="">sky130_fd_sc_hd__inv_1, sky130_fd_sc_hd__dfrtp_1, sky130_fd_sc_hd__clkdlybuf4s50_1, sky130_fd_sc_hd__o21ai_0, sky130_fd_sc_hd__ha_1</metric>
    <metric name="fillCellCount" unit="">872</metric>
    <metric name="layout.core_utilization" unit="">0.6275</metric>
    <metric name="layout-drive-gt1-share" unit="">0.1471</metric>
    <metric name="areaGrowthSynthToFinish" unit="%">21.60</metric>
    <metric name="layoutNonFillerInstCount" unit="">748</metric>
    <metric name="mostFrequentLayoutCell" unit="">sky130_fd_sc_hd__inv_1</metric>
  </group>
  <group name="setup_path">
    <metric name="path_buffers" unit="">4</metric>
    <metric name="critical_path.endpoint_type" unit="">flop</metric>
    <metric name="cp.required" unit="ns">7.54</metric>
    <metric name="start_kind" unit="">input port</metric>
    <metric name="timing.critical_path.slowest_stage_cell" unit="">sky130_fd_sc_hd__a2111oi_0</metric>
    <metric name="cp_top_family" unit="">adder cells</metric>
    <metric name="crit_type" unit="">in2reg</metric>
    <metric name="crit_path_frequent_cell" unit="">sky130_fd_sc_hd__ha_1</metric>
    <metric name="critPathArrivalTime" unit="ns">7.19</metric>
    <metric name="critical-path-max-stage-delay" unit="ns">0.53</metric>
    <metric name="timing.critical_path.fanout_max" unit="">3</metric>
    <metric name="r2r_slack" unit="ns">1.33</metric>
  </group>
  <group name="synthesis">
    <metric name="enable_flop_cells" unit="">0</metric>
    <metric name="synth_async_sr_flop_share" unit="">1.000</metric>
    <metric name="syn_area" unit="µm²">5351</metric>
    <metric name="yosys_warnings" unit="">1</metric>
    <metric name="yosys_cells" unit="">519</metric>
    <metric name="synth.avg_cell_area" unit="µm²">10.31</metric>
    <metric name="synth_flop_count" unit="">79</metric>
    <metric name="yosys-stat-area" unit="µm²">5351</metric>
    <metric name="postSynthSeqShare" unit="">0.3694</metric>
    <metric name="synth.lib_cells_used.distinct" unit="">38</metric>
    <metric name="post_synth_inst_count" unit="">519</metric>
    <metric name="postSynth.topFlopCell" unit="">sky130_fd_sc_hd__dfrtp_1</metric>
  </group>
  <group name="global_routing">
    <metric name="globalRouteTotalUtil" unit="">0.2151</metric>
    <metric name="antenna_violations_before_repair" unit="">0</metric>
    <metric name="grt_max_degree" unit="">70</metric>
    <metric name="grt_pass1_vias" unit="">3966</metric>
    <metric name="grt_first_pass_wirelength" unit="mm">18.12</metric>
    <metric name="grt-ovfl-total" unit="">0</metric>
  </group>
  <group name="die">
    <metric name="chipHeight" unit="µm">105.5</metric>
    <metric name="core_area" unit="µm²">10370</metric>
    <metric name="initial_utilization" unit="">0.5160</metric>
    <metric name="fp-row-count" unit="">37</metric>
    <metric name="chip_area" unit="µm²">11120</metric>
    <metric name="io_pins" unit="">56</metric>
    <metric name="die-width" unit="µm">105.5</metric>
  </group>
  <group name="clock_tree">
    <metric name="clkSinkCount" unit="">79</metric>
    <metric name="cts_root_buf" unit="">sky130_fd_sc_hd__clkbuf_8</metric>
    <metric name="count_of_h_tree_levels_built_during_cts" unit="">3</metric>
    <metric name="clock_latency" unit="ns">0.35</metric>
    <metric name="clockBufferDepth" unit="">2</metric>
    <metric name="clkTransAtPathRegs" unit="ns">0.08</metric>
    <metric name="numCtsBuffers" unit="">9</metric>
    <metric name="cts_tree" unit="">done</metric>
  </group>
  <group name="routing">
    <metric name="finalWirelength" unit="mm">10.04</metric>
    <metric name="drt-vias-per-instance" unit="">5.016</metric>
    <metric name="routed_via_count" unit="">3752</metric>
    <metric name="detailedRoute.firstPassIterationCount" unit="">4</metric>
    <metric name="drc" unit="">0</metric>
    <metric name="first_iter_violations" unit="">164</metric>
    <metric name="postRouteAntennaNets" unit="">0</metric>
    <metric name="detail_route.antenna_diodes" unit="">0</metric>
    <metric name="post_drt_wl_per_cell" unit="µm">13.42</metric>
  </group>
  <group name="hold_path">
    <metric name="timing.hold.worst.class" unit="">reg2reg</metric>
  </group>
  <group name="status">
    <metric name="outcome" unit="">finished, final reports clean</metric>
  </group>
  <group name="run">
    <metric name="drv_cap" unit="">0</metric>
    <metric name="tool_warnings" unit="">27</metric>
  </group>
</metrics>
-- final cells by class --
cell class	count	area (µm²)	share of cell area
clock buffer	11	131.4	0.02019
clock inverter	5	58.81	0.009037
inverter	82	307.8	0.04730
multi-input combinational	345	3054	0.4693
sequential	79	1977	0.3038
tap	136	170.2	0.02615
timing repair buffer	90	808.3	0.1242
-- cell usage after synthesis (all sizes together) (2+ instances only) --
library cell | number | area [µm²]
inv | 82 | 307.8
dfrtp | 79 | 1977
o21ai | 46 | 230.2
ha | 40 | 500.5
fa | 35 | 700.7
nand2 | 35 | 131.4
mux2 | 29 | 326.6
xnor2 | 27 | 244.0
nor2 | 24 | 90.09
a21oi | 22 | 110.1
clkbuf | 12 | 45.04
xor2 | 12 | 105.1
mux2i | 11 | 110.1
a21o | 10 | 76.32
nor3 | 8 | 40.04
o21a | 8 | 60.06
nand2b | 5 | 31.28
and3 | 4 | 25.02
nor2b | 4 | 25.02
a2111oi | 3 | 26.28
a211oi | 3 | 27.52
a31oi | 3 | 18.77
o21bai | 3 | 22.52
o211ai | 2 | 15.01
or2 | 2 | 12.51
-- worst register-to-register path, cell delays in order (launching register included) --
cell	delay, ns
sky130_fd_sc_hd__dfrtp_1	0.46
sky130_fd_sc_hd__inv_1	0.12
sky130_fd_sc_hd__ha_1	0.28
sky130_fd_sc_hd__nor2b_1	0.14
sky130_fd_sc_hd__o21a_1	0.17
sky130_fd_sc_hd__o21ai_0	0.10
sky130_fd_sc_hd__a2111oi_0	0.53
sky130_fd_sc_hd__a2111oi_1	0.12
sky130_fd_sc_hd__buf_4	0.18
sky130_fd_sc_hd__xor2_2	0.15
sky130_fd_sc_hd__fa_1	0.49
sky130_fd_sc_hd__inv_1	0.05
sky130_fd_sc_hd__ha_1	0.30
sky130_fd_sc_hd__and3_1	0.15
sky130_fd_sc_hd__o311a_1	0.10
sky130_fd_sc_hd__a21oi_1	0.19
sky130_fd_sc_hd__nor2b_1	0.19
sky130_fd_sc_hd__xnor2_1	0.18
sky130_fd_sc_hd__fa_1	0.47
sky130_fd_sc_hd__ha_1	0.34
sky130_fd_sc_hd__a21o_1	0.17
sky130_fd_sc_hd__a21oi_1	0.14
sky130_fd_sc_hd__o31ai_1	0.08
sky130_fd_sc_hd__xnor3_1	0.37
sky130_fd_sc_hd__xor2_1	0.15
sky130_fd_sc_hd__mux2_2	0.27
-- kinds of logic (layout without fill, tap and decap cells) --
logic type	Yosys count	after routing	share of synthesized area
buffers and inverters	95	188	0.06664
and+or+nand+nor	84	84	0.06851
adders and majority gates	75	75	0.2245
AOI/OAI and AO/OA	106	106	0.1199
muxes	40	40	0.08160
DFF	79	79	0.3694
xor gates and xnor gates	40	40	0.06944
-- per-stage QoR --
stage          TNS [ns]  instance area (µm²)  power [mW]
2_1_floorplan         0                 5351       2.451
3_3_place_gp    -0.1102                 6274       3.238
3_5_place_dp    -0.1092                 6274       3.258
4_1_cts               0                 6464       3.609
5_1_grt               0                 6507       4.048
6_report              0                 6507       3.596
-- flip-flops by register name, indices dropped and copies added (netlist names) --
name,flops
dif_finish,1
first_dif_data,13
last_one_data,13
last_three_data,13
last_two_data,13
second_dif_data,13
third_dif_data,13
-- layer usage --
layer,vias up,GRT usage,share of wire
met5,-,0,0
met3,11,0.02397,0.024
li1,1886,-,-
met1,1801,0.3125,0.45
met2,54,0.3750,0.51
met4,0,0.02918,0.015
-- path summary, 6_finish.rpt --
kind,startpoint,endpoint,cells after the start
worst min register to register,second_dif_data[5],second_dif_data[5],1
worst min-delay path,second_dif_data[5],second_dif_data[5],1
max in group asynchronous,rst_n,last_three_data[6],2
min in group asynchronous,rst_n,first_dif_data[1],1
worst max register to register,last_one_data[1],third_dif_data[12],25
worst max-delay path,current_data[0],third_dif_data[12],26
-- repair_timing --
item                                    CTS  global route
resized                                   0             7
setup buffers                             0             1
endpoints found under the setup margin    0             1
hold buffers                              0             0
-- power breakdown --
group / internal (mW) / leakage [nW] / switching, mW
clock: 0.158 / 0.0895 / 0.165
combinational: 1.48 / 2.06 / 1.14
sequential: 0.581 / 0.944 / 0.0704
total: 2.22 / 3.09 / 1.38
Power is estimated from default activity; no workload was simulated.
